===== design/flow/constraint.sdc =====
current_design therm

set clk_period 1.3
set clk_io_pct 0.2

create_clock -name clk0 -period $clk_period

set non_clock_inputs [all_inputs -no_clocks]
set_input_delay [expr $clk_period * $clk_io_pct] -clock clk0 $non_clock_inputs
set_output_delay [expr $clk_period * $clk_io_pct] -clock clk0 [all_outputs]

===== design/flow/config.mk =====
export PLATFORM = sky130hd
export DESIGN_NAME = therm
export DESIGN_NICKNAME = therm
export VERILOG_FILES = /design/flow/design.v
export SDC_FILE = /design/flow/constraint.sdc
export NUM_CORES = 4
export LEC_CHECK = 1
export CORE_AREA = 10 10 70 70
export DIE_AREA = 0 0 80 80

===== design/flow/design.v =====
module therm #(parameter
  DATA_WIDTH=8
) (
  input [DATA_WIDTH-1:0] codeIn,
  output logic isThermometer
);
  logic [$clog2(DATA_WIDTH)-1:0] num_transitions;
  int i;
  logic prev;
  always_comb begin
    num_transitions = 0;
    for (i = 1; i < DATA_WIDTH; i++) begin
      prev = codeIn[i-1];
      if (codeIn[i] == ~prev) begin
        num_transitions++;
      end
    end
  end
  assign isThermometer = (num_transitions == 'b1); 
endmodule

===== design/flow/run.sh =====
#!/bin/bash
# OpenROAD 26Q1-2900-gdf79404cd8, Yosys 0.63+post, stock flow scripts
make -C /OpenROAD-flow-scripts/flow DESIGN_CONFIG=/design/flow/config.mk WORK_HOME=/design/flow/orfs finish

==> results.sh <==
# physical design summary
export IMPL_num_rows=21
export IMPL_grtUsageTotal=0.04048
export IMPL_hold_depth=9
export IMPL_core_area_um2=3416
export IMPL_maxCapViolations=0
export IMPL_antenna_found_initial=0
export IMPL_ys_warn_count=1
export IMPL_netlist_area_um2=553.0
export IMPL_portBuffers=9
export IMPL_synth_area_per_cell_um2=7.576
export IMPL_fill_cells=357
export IMPL_holdCritStartpoint="codeIn[2]"
export IMPL_simple_gate_share=0.3167
export IMPL_hpwl_mm=1.002
export IMPL_ys_cells=73
export IMPL_period_needed_ns=4.132
export IMPL_hold_path_end="isThermometer"
export IMPL_warning_count=36
export IMPL_clkbuf_count=0
export IMPL_hold_class="primary input to output port"
export IMPL_path_cells="buf_12 > xnor2_4 > inv_2 > ha_4 > xnor2_4 > xnor2_1 > ha_1 > a21oi_1 > a32oi_1 > or2_1 > ha_4 > buf_6 > nor4bb_1 > a31oi_1 > nand3_4 > ha_4 > nand3_2 > o21ai_2 > a211o_1 > a21o_1 > a21oi_2 > buf_2"
export IMPL_synth_top_area_share=0.1357
export IMPL_first_iter_violations=20
export IMPL_area_leaders="ha_1 14%, xnor2_1 9.5%, xor2_1 7.9%"
export IMPL_layout_setup_ws_ns=-2.832
export IMPL_p_leak_uw=0.0004271
export IMPL_ant_nets=0
export IMPL_wl_per_cell_um=9.503
export IMPL_final_cell_mix="25 x buf_4, 5 x xnor2_1, 4 x a21oi_1, 4 x ha_4, 4 x clkdlybuf4s50_1"
export IMPL_critPathMaxFanout=5
export IMPL_via_per_inst=4.094
export IMPL_routed_wirelength_mm=1.416
export IMPL_crit_type="primary input to output port"
export IMPL_ios=9
export IMPL_grt_max_degree=14
export IMPL_vdd_ir_drop_max_mv=0.3174
export IMPL_slew_violations=0
export IMPL_setup_viol=1
export IMPL_die_width_um=80
export IMPL_antennaDiodeCount=0
export IMPL_grt_setup_unrepaired="true"
export IMPL_grt_pass1_wl_mm=2.290
export IMPL_period_used=3.179
export IMPL_hold_violations=0
export IMPL_fin_tns_setup_ns=-2.832
export IMPL_syn_inst=73
export IMPL_critPathLaunchType="primary input"
export IMPL_initCoreUtil=0.1619
export IMPL_mux_area_frac=0.02036
export IMPL_worstPathRequired_ns=1.04
export IMPL_hold_ws_ns=1.395
export IMPL_route_detailed_drc=0
export IMPL_critPathCaptureType="output port"
export IMPL_die_area_um2=6400
export IMPL_synth_comb_largest_family="simple AND/OR/NAND/NOR gates"
export IMPL_ys_sh_xor=0.2036
export IMPL_relSlewSlack=0.7547
export IMPL_report_power_total_uw=993.3
export IMPL_ys_area_um2=553.0
export IMPL_crit_slowest_cell="a211o_1"
export IMPL_outcome="complete, but fails checks"
export IMPL_path_common_cell="ha_4"
export IMPL_grt_overflow=0
export IMPL_ys_types=40
export IMPL_first_global_vias=562
export IMPL_compound_area_frac=0.2376
export IMPL_critPathMaxStageDelay_ns=0.31
export IMPL_yosysTopAreaCell="ha_1"
export IMPL_nFlopsAndLatches=0
export IMPL_max_freq_ghz=0.2420
export IMPL_synthAdderAreaFrac=0.1357
export IMPL_gp_congestion=0.7536
export IMPL_layout_top_cell="buf_4"
export IMPL_cp_data_arrival_time_ns=3.87
export IMPL_powerDensity_nw_per_um2=963.5
export IMPL_drive_gt1_frac=0.4951
export IMPL_ff_latch_area_um2=0
export IMPL_ys_seq_frac=0
export IMPL_violations="setup timing"
export IMPL_die_h_um=80
export IMPL_drtPass1Iterations=3
export IMPL_synthToLayoutAreaGrowth_pct=86.43
export IMPL_worst_pin_slew_ns=0.3586
export IMPL_vias=610
## where the power goes
group	switching [µW]	total [µW]	internal, µW
Clock	0	0	0
Combinational	408	993	585
Sequential	0	0	0
Total	408	993	585
## area by class of cell
| cell class | instances | area [µm²] | share of cell area |
|---|---|---|---|
| multi-input cells | 65 | 669.4 | 0.6493 |
| repair buffers | 35 | 292.8 | 0.2840 |
| well taps | 46 | 57.56 | 0.05583 |
| inverters | 3 | 11.26 | 0.01092 |
## synth_stat cells (2+ instances only)
library cell	number
a21oi_1	5
ha_1	6
nor2_1	2
xnor2_1	6
xor2_1	5
buf_2	2
buf_6	2
or3b_1	2
inv_1	3
nand2_1	3
nand2b_1	3
o22ai_1	2
a31oi_1	2
nand3_1	4
## what timing repair did
action | 4_1_cts | 5_1_grt
endpoints found under the hold margin | 0 | 0
pin swaps | 15 | 15
resized | 29 | 14
setup endpoints to repair | 1 | 1
hold buffers | 0 | 0
setup buffers | 8 | 2
## critical path: cells and delay by family
family / cells / cell delay, ns
AND-OR/OR-AND: 7 / 1.19
adder cells (fa/ha/maj): 4 / 1.01
AND/OR/NAND/NOR: 4 / 0.62
XOR/XNOR: 3 / 0.41
buffers and inverters: 4 / 0.38
## cell families after synthesis
kind of cell,count (synthesis)
simple gates,27
compound gates,19
xor+xnor,12
buf+inv,8
fa+ha+maj,6
mux,1
## layer usage
layer	vias up	track usage	part of all wire
li1	330	-	-
met1	272	0.05898	0.54
met2	8	0.06581	0.42
met3	0	0.004545	0.036
met4	0	0	0
met5	-	0	0
## worst max path at each step
stage	start	slack, ns	to
after global routing	codeIn[1]	-3.06	isThermometer
final	codeIn[1]	-2.83	isThermometer
after CTS	codeIn[2]	-2.85	isThermometer
## through the flow
step                      instance area [µm²]  worst slack [ns]  std cells  utilization
after global routing                     1031            -3.057        149       0.3018
after global placement                  842.1            -3.705        140       0.2465
after detailed placement                842.1            -3.735        140       0.2465
after floorplan                         603.1            -2.696         73            -
after CTS                               927.1            -2.851        147       0.2714
final                                    1031            -2.832        149       0.3018
No activity file was given, so power comes from the tool's default toggle rates.
