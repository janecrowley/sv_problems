--- /design/flow/run.sh ---
#!/bin/bash
# OpenROAD 26Q1-2900-gdf79404cd8, Yosys 0.63+post, stock flow scripts
make -C /OpenROAD-flow-scripts/flow DESIGN_CONFIG=/design/flow/config.mk WORK_HOME=/design/flow/orfs finish
--- /design/flow/config.mk ---
export PLATFORM = sky130hd
export DESIGN_NAME = fizzbuzz
export DESIGN_NICKNAME = fizzbuzz
export VERILOG_FILES = /design/flow/design.v
export SDC_FILE = /design/flow/constraint.sdc
export NUM_CORES = 4
export LEC_CHECK = 1
export CORE_AREA = 10 10 70 70
export DIE_AREA = 0 0 80 80
--- /design/flow/constraint.sdc ---
current_design fizzbuzz

set clk_period 1.9
set clk_io_pct 0.2

create_clock -name clk0 -period $clk_period [get_ports {clk}]

set non_clock_inputs [all_inputs -no_clocks]
set_input_delay [expr $clk_period * $clk_io_pct] -clock clk0 $non_clock_inputs
set_output_delay [expr $clk_period * $clk_io_pct] -clock clk0 [all_outputs]
--- /design/flow/design.v ---
module fizzbuzz #(parameter
	MAX_CYCLES=8,
    FIZZ=2,              
    BUZZ=3    	
    )(
  input clk,
  input resetn,
  output logic fizz,
  output logic buzz,
  output logic fizzbuzz
);
  logic [$clog2(MAX_CYCLES)-1:0] counter;
  always_ff @(posedge clk) begin
    if (!resetn) begin
      counter <= '0;
    end if (counter < MAX_CYCLES) begin
      counter <= counter + 1;
    end
  end
  assign fizz = (counter % FIZZ) == 0;
  assign buzz = (counter % BUZZ) == 0;
  assign fizzbuzz = fizz && buzz;
endmodule
==> run_results.csv <==
group,metric,value,unit
status,outcome,"finished, violations left",
status,violations,"setup timing",
yosys,top_area_frac,0.279,
job,warning_count,29,
yosys,ys_sh_mux,0.0698,
clocking,cts_hold_buf,0,
setup_path,arrival,1.73,ns
yosys,async_flop_share,0,
power,p_per_area,367,nW/µm²
clocking,cts-root-buf,"clkbuf_4",
power,vdd_drop_max,172,µV
yosys,yosys-stat-area,215,µm²
drt,drt-wirelength-per-cell,7.04,µm
floorplanning,io-pin-count,5,
yosys,avgSynthCellArea,10.8,µm²
floorplanning,die_width,80,µm
floorplanning,rows,21,
timing,setup_violations,2,
cells_and_area,syn_to_final_growth,127,%
yosys,synth.logic.top_family,"adder cells",
clocking,cts_tree,"built",
drt,ant_nets,0,
timing,rsz0062_at_grt,"yes",
yosys,synth-edff-count,0,
grt,antenna_found_initial,0,
floorplanning,dieArea,6400,µm²
yosys,syn_inst,20,
drt,avgViaCountPerCell,2.47,
yosys,ys_seq_frac,0.279,
setup_path,worstPathMaxFanout,4,
timing,maxSlewViolCount,0,
setup_path,worst-endpoint-required,1.52,ns
clocking,clock-sinks,3,
grt,overflow,0,
placed_design,gp_congestion,0.660,
clocking,clockBufferDepth,2,
power,intPower,0.142,mW
yosys,synth_area_leader_cell,"dfxtp_1",
yosys,synth-main-ff-cell,"dfxtp_1",
power,clkPwrFrac,0.647,
worst_hold_path,hold_path_class,"reg2reg",
setup_path,critical_path_class,"reg2out",
yosys,xor_area_frac,0.0407,
job,maxCapViolCount,0,
yosys,ys_sh_simple,0.215,
setup_path,cp-end-kind,"primary output",
timing,fin_crit,2.11,ns
setup_path,cp-start-kind,"flop",
placed_design,place_hpwl,349,µm
timing,slew_headroom,0.858,
yosys,ys_cells,20,
grt,grt_max_degree,6,
cells_and_area,drive_gt1_frac,0.795,
cells_and_area,reg_top3,"counter x3",
placed_design,post-place-ws,-0.393,ns
cells_and_area,fin_util,0.143,
floorplanning,fp_util,0.0630,
yosys,synth-compound-area-share,0.128,
clocking,insertion_delay,0.24,ns
timing,hold_viol_final,0,
grt,grt_pass1_wl,1030,µm
drt,vias,210,
clocking,clk_pin_slew,0.04,ns
yosys,top_cell,"ha_1",
power,p_comb_frac,0,
grt,track_usage,0.0194,
cells_and_area,top_register,"counter",
timing,fin_ws,-0.213,ns
grt,grt_pass1_vias,246,
timing,tightest_slew,0.211,ns
timing,max_freq,473,MHz
drt,antenna_cells,0,
drt,drt_first_pass_iters,2,
placed_design,io_buffer_count,3,
timing,finClkSkew,0.00484,ns
clocking,cts_made_buffers,3,
yosys,ys_sh_adder,0.233,
timing,min_period_over_period,1.11,
yosys,synthDistinctLibCells,12,
yosys,synth-seq-cells,3,
clocking,htreeDepth,1,
yosys,topCellsByArea,"dfxtp_1, ha_1, a21o_2",
cells_and_area,largest_reg_flops,3,
yosys,yosys_warnings,1,
power,pwr-share-seq,0.353,
yosys,netlist_area,215,µm²
floorplanning,coreArea,3420,µm²
drt,drc,0,
drt,first_iter_violations,14,
floorplanning,dieHeight,80,µm
drt,routed_wl,598,µm
power,power_switching,0.0368,mW
power,cellLeakagePower,0.224,nW
power,power_switching_share,0.205,
yosys,yosys-top-cells-count,"ha_1, dfxtp_1, a21o_2, inv_1, nor2_1",
cells_and_area,fill_cells,387,
[layer usage]
metal / share of wire / wire (µm) / track usage
met5: 0 / 0 / 0
met4: 0 / 0 / 0.00704
met3: 0.070 / 42 / 0.0114
met2: 0.44 / 265 / 0.0281
met1: 0.48 / 290 / 0.0232
[power groups by stage]
stage	sequential (mW)	clock (mW)	combinational [mW]
5_1_grt	0.0631	0.129	0.000000183
6_report	0.0632	0.116	0.000000183
4_1_cts	0.0632	0.122	0.000000185
[path summary, 6_finish.rpt]
| kind | start | to | slack, ns | cells past startpoint |
|---|---|---|---|---|
| setup / recovery | counter[1]$_DFF_P_ | buzz | -0.21 | 7 |
| hold / removal | counter[0]$_DFF_P_ | counter[0]$_DFF_P_ | 0.53 | 2 |
| setup reg to reg | counter[0]$_DFF_P_ | counter[2]$_DFF_P_ | 0.97 | 3 |
| hold reg to reg | counter[0]$_DFF_P_ | counter[0]$_DFF_P_ | 0.53 | 2 |
[timing repair]
action                     4_1_cts  5_1_grt
pin swaps                        7        0
buffers inserted                 5        1
setup endpoints to repair        2        2
resized                         16        6
[cells in the final DEF (no fill, tap or decap), types with 2 or more instances in the layout]
cell type | netlist | layout
a21o_4 | 0 | 2
buf_4 | 0 | 10
buf_6 | 0 | 3
clkbuf_4 | 0 | 3
dfxtp_2 | 0 | 3
ha_4 | 0 | 3
[critical path, cell delays in order (launching register included)]
cell,delay [ns]
dfxtp_2,0.35
and2b_2,0.23
buf_6,0.12
a21o_4,0.19
ha_4,0.26
nor2_2,0.03
a41o_1,0.22
buf_2,0.11
[cell type report]
cell class	instances	area [µm²]	share of cell area
Clock buffer	4	26.3	0.0538
Tap cell	46	57.6	0.118
Inverter	2	7.51	0.0154
Timing Repair Buffer	15	124	0.254
Sequential cell	3	63.8	0.131
Multi-Input combinational cell	15	209	0.428
[per-stage QoR]
| step | setup TNS (ns) | area [µm²] | hold WS, ns | instances | total power [mW] |
|---|---|---|---|---|---|
| finish | -0.230 | 488 | 0.528 | 85 | 0.179 |
| global route | -0.393 | 488 | 0.552 | 85 | 0.192 |
| CTS | -0.360 | 472 | 0.500 | 85 | 0.185 |
| detailed placement | -0.778 | 357 | 0.510 | 76 | 0.0643 |
| global placement | -0.695 | 357 | 0.495 | 76 | 0.0643 |
| floorplan | 0 | 216 | 0.421 | 20 | 0.0643 |
[cells by family after synthesis]
family / Yosys count
compound gates: 3
xor+xnor: 1
fa+ha+maj: 4
buf+inv: 2
flops: 3
mux: 1
simple gates: 6
Power figures rest on the tool's default switching activity, not on a simulated workload.
